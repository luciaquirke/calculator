[flow/design.v]
module binaryToBcd(
	input [20:0]binaryAnswer,  
	input sign,
	output wire [24:0]bcdAnswer
);
	reg [3:0]ones;
	reg [3:0]tens;
	reg [3:0]hundreds;
	reg [3:0]thousands;
	reg [3:0]tenThousands;
	reg [3:0]hundredThousands;
	assign bcdAnswer = {sign, hundredThousands, tenThousands, thousands, hundreds, tens, ones};
	integer i;
	always @(binaryAnswer)
		begin
			ones = 4'b0000;
			tens = 4'b0000;
			hundreds = 4'b0000;
			thousands = 4'b0000;
			tenThousands = 4'b0000;
			hundredThousands = 4'b0000;
			for(i = 19; i >= 0; i=i-1) 
			begin
				if(hundredThousands >= 5)
					hundredThousands = hundredThousands + 3;
				if(tenThousands >= 5)
					tenThousands = tenThousands + 3;
				if(thousands >= 5)
					thousands = thousands + 3;
				if(hundreds >= 5)	
					hundreds = hundreds + 3;
				if(tens >= 5)
					tens = tens + 3;
				if(ones >= 5)
					ones = ones + 3;
				hundredThousands = hundredThousands << 1;
				hundredThousands[0] = tenThousands[3];
				tenThousands = tenThousands << 1;
				tenThousands[0] = thousands[3];
				thousands = thousands << 1;
				thousands[0] = hundreds[3];
				hundreds = hundreds << 1;
				hundreds[0] = tens[3];
				tens = tens << 1;
				tens[0] = ones[3];
				ones = ones << 1;
				ones[0] = binaryAnswer[i]; 
			end
		end
endmodule
[flow/run.sh]
#!/bin/bash
# OpenROAD 26Q1-2900-gdf79404cd8, Yosys 0.63+post, stock flow scripts
make -C /OpenROAD-flow-scripts/flow DESIGN_CONFIG=/design/flow/config.mk WORK_HOME=/design/flow/orfs finish
[flow/config.mk]
export PLATFORM = sky130hd
export DESIGN_NAME = binaryToBcd
export DESIGN_NICKNAME = binaryToBcd
export VERILOG_FILES = /design/flow/design.v
export SDC_FILE = /design/flow/constraint.sdc
export NUM_CORES = 4
export LEC_CHECK = 1
export CORE_UTILIZATION = 40
[flow/constraint.sdc]
current_design binaryToBcd

set clk_period 35.7
set clk_io_pct 0.2

create_clock -name clk0 -period $clk_period

set non_clock_inputs [all_inputs -no_clocks]
set_input_delay [expr $clk_period * $clk_io_pct] -clock clk0 $non_clock_inputs
set_output_delay [expr $clk_period * $clk_io_pct] -clock clk0 [all_outputs]
==> run notes <==
From the run reports.

- The number of nets with antenna violations after routing reads 0.
- The number of instances in the synthesized netlist is 1239.
- On met1, the global router reports a usage of 0.299.
- The worst endpoint required time is 28.56 ns.
- The worst setup path is launched from an input pin.
- The tightest slew margin relative to the limit reads 0.412.
- Of all nets on the critical path, the largest fanout is 8.
- The die outline width is about 150 µm.
- The total number of placement rows is 52.
- Among logic cells in the layout, the one with the most instances is sky130_fd_sc_hd__nor2_1.
- The number of non-filler instances in the completed layout reads 1509.
- The global routing usage on met3 reads 0.00475.
- The number of sequential cells reported for the layout is 0.
- The die span in y reads approximately 150 µm.
- The area share of and-or/or-and cells after synthesis reads 0.446.
- In this run, the number of DRC markers left after iteration 0 of detailed routing was 839.
- The final number of max-transition violations is 0.
- The classification of the worst setup path reads input pin to output pin.
- The final critical-path share of the clock period reads 0.880.
- The via count of the first global-routing pass is 8089.
- The total via count in the routed design is ~9000.
- The mean instance size in the synthesized netlist reads 6.82 µm².
- In this run the tool buffered the top-level ports with 42 buffer cells.
- The core region area is 20500 µm².
- The overall overflow remaining after global route is 0.
- Buffers added to address setup during post-CTS repair amount to 0.
- The count of placed standard cells including taps reads 1509.
- The maximum clock frequency reads about 32 MHz.
- In this run the maximum-capacitance check reported violations numbering 0.
- Setup repair after global routing left no endpoint under its margin.
- For this run, the chip area from Yosys synthesis comes to 8450 µm².
- Across the whole layout, storage elements account for 0 µm².
- The worst setup path is captured at an output pin.
- On met2, the global router reports a usage of 0.290.
- The half-perimeter wire length of the detailed placement result is 15600 µm.
- The synthesized netlist contains 125 unique library cells.
- From synthesis to final layout, the design area changed by 6.47%.
- The share of cell area taken by muxes after synthesis reads 0.0917.
- The total of hold buffers inserted after clock tree synthesis reads 0.
- The antenna diode count is 0.
- The mean number of vias per cell reads approximately 6.1.
- The total standard cell area after synthesis is 8450 µm².
- The routed wire length per instance reads between 10 and 15 µm.
- The share of layout cells above drive strength 1 is 0.110.
- The global routing stage identified its most utilized layer as met1.
- Across every metal layer, demand over resource in global routing totals 0.187.
- The accumulated negative setup slack is 0 ns.
- The number of antenna violations at the first check in global routing is 0.
- The OpenROAD report gives the critical path a data arrival time of roughly 24 ns.
- The global-route wire length before repair is 36100 µm.
- The count of instances resized after the clock tree is built reads 0.
- The final setup violation count is 0.
- The logs give a warning total of 38.
- The total of clock buffers placed in the layout is 0.
- The total number of yosys warnings reads 1.
- The number of top-level pins reads 47.
- Per Yosys stat, the portion of area used by sequential elements is 0.
- In the log, the iteration count for the first detailed-route pass is 5.
- The number of endpoints with negative hold slack in the final report is 0.
- The fraction of synthesized cell area in xor and xnor cells is 0.0480.
- The synthesized netlist was found by Yosys to have about 1200 cells.
- The initial core utilization is 0.412.
- The cell-mix breakdown from Yosys lists the adder-cell area share as 0.0737.
- The most used cell along the critical path reads sky130_fd_sc_hd__ha_1.
- According to the floorplan report, the total die area is roughly 22000 µm².
- The slew at the pin with the worst max-slew slack is 0.876 ns.
- The largest net degree at the start of global routing reads 23.
- On the worst path, the slowest cell contributes a delay of just under 0.6 ns.
- The path class of the lowest-slack min-delay path is input pin to output pin.
- The master of the slowest instance on the critical path is sky130_fd_sc_hd__xnor2_1.
- The start point of the critical path reads binaryAnswer[18].
- The detailed-route DRC error count is 0.
- The filler cells instantiated in the layout total 2108.
- The shortest clock period the worst path allows after layout reads 31.40 ns.
- The global placer's final weighted congestion is 0.895.
- The simple-gate portion of the synthesized area reads 0.275.
- The critical path endpoint reads bcdAnswer[6].
- After detailed routing, the total wire length is 20100 µm.
- The flow ran to the end, and the final reports show no timing, DRC or antenna violations.
- The library cells used most frequently in the layout, excluding fill and tap cells, are sky130_fd_sc_hd__nor2_1, sky130_fd_sc_hd__nand2_1, sky130_fd_sc_hd__a21oi_1.
- Of the combinational cells, the family taking the most area is AND-OR/OR-AND gates.
[metrics by stage]
step | setup slack (ns) | cell area [µm²] | hold slack [ns] | util
final | 4.30 | 9000 | 14.28 | 0.439
after global routing | 2.72 | 9000 | 14.28 | 0.439
after CTS | 4.40 | 9000 | 14.28 | 0.439
after detailed placement | 4.50 | 9000 | 14.28 | 0.439
after global placement | 4.65 | 9000 | 14.28 | 0.439
after floorplan | 7.37 | 8450 | 14.31 | -
[cell families after synthesis]
| logic type | Yosys count |
|---|---|
| fa+ha+maj | 50 |
| buf+inv | 127 |
| xor+xnor | 38 |
| compound gates | 502 |
| simple gates | 457 |
| mux | 65 |
[cell type report]
class | count | area [µm²] | area share
timing repair buffer | 47 | 458 | 0.0509
inverter | 80 | 305 | 0.0339
tap | 270 | 338 | 0.0376
multi-input combinational | 1112 | 7900 | 0.878
[worst min-delay path by stage]
stage                   to       startpoint  cells after the start
CTS           bcdAnswer[0]  binaryAnswer[0]                      0
global route  bcdAnswer[0]  binaryAnswer[0]                      0
finish        bcdAnswer[0]  binaryAnswer[0]                      0
[per-layer routing]
metal / vias to the layer above / wire (µm)
li1: 4827 / -
met1: 4221 / 10700
met2: 190 / 8560
met3: 15 / 635
met4: 0 / 131
met5: - / 0
[Yosys cell counts, drive strengths merged, types with 20 or more instances]
master | count | area share
nor2 | 117 | 0.053
nand2 | 99 | 0.044
a21oi | 95 | 0.059
o21ai | 91 | 0.054
inv | 76 | 0.034
nor3 | 52 | 0.033
ha | 49 | 0.073
nand3 | 46 | 0.028
mux2i | 36 | 0.050
a211oi | 30 | 0.030
mux2 | 29 | 0.041
clkbuf | 27 | 0.013
a21o | 24 | 0.022
xnor2 | 23 | 0.027
a31oi | 22 | 0.018
and2 | 22 | 0.017
o211ai | 22 | 0.021
o21a | 20 | 0.018
[critical path, delay by kind of cell]
| family | cells | cell delay (ns) |
|---|---|---|
| compound gates | 30 | 6.34 |
| xor+xnor | 2 | 0.75 |
| fa+ha+maj | 16 | 3.60 |
| buf+inv | 13 | 2.02 |
| mux | 3 | 0.84 |
| simple gates | 18 | 3.58 |
