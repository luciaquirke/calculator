File: /design/flow/run.sh
#!/bin/bash
# OpenROAD 26Q1-2900-gdf79404cd8, Yosys 0.63+post, stock flow scripts
make -C /OpenROAD-flow-scripts/flow DESIGN_CONFIG=/design/flow/config.mk WORK_HOME=/design/flow/orfs finish
File: /design/flow/config.mk
export PLATFORM = sky130hd
export DESIGN_NAME = bcdToBinary
export DESIGN_NICKNAME = bcdToBinary
export VERILOG_FILES = /design/flow/design.v
export SDC_FILE = /design/flow/constraint.sdc
export NUM_CORES = 4
export LEC_CHECK = 1
export CORE_AREA = 10 10 92 92
export DIE_AREA = 0 0 102 102
File: /design/flow/constraint.sdc
current_design bcdToBinary

set clk_period 6.5
set clk_io_pct 0.2

create_clock -name clk0 -period $clk_period

set non_clock_inputs [all_inputs -no_clocks]
set_input_delay [expr $clk_period * $clk_io_pct] -clock clk0 $non_clock_inputs
set_output_delay [expr $clk_period * $clk_io_pct] -clock clk0 [all_outputs]
File: /design/flow/design.v
module bcdToBinary(
	input [12:0]operand,  
	output reg [10:0]binaryOperand
);
always @(operand) 
	begin
		if(operand[12] == 0)
		begin
			binaryOperand <= ((operand[11:8]* 8'b1100100) + (operand[7:4] * 4'b1010) + operand[3:0]);
		end
		else if(operand[12] == 1)
			binaryOperand[10:0] <= (~((operand[11:8]* 8'b1100100) + (operand[7:4] * 4'b1010) + operand[3:0]) + 1'b1);
	end
endmodule
==> results.toml <==
# yosys + openroad results
[finish]
register_area_um2 = 0
fill_cells = 723
flops = 0
final_cell_area_um2 = 1296
area_delta_synth_final_pct = 39.25
n_clock_buffer = 0
drive_above_1_share = 0.1008
logic_area_um2 = 888.4

[yosys]
synth_seq_share = 0
top_area_cell = "ha_1"
ys_types = 29
ys_chip_area_um2 = 930.9
synth_cells = 105
topCellsByArea = "ha_1 35%, xnor2_1 11%, fa_1 11%"
ys_sh_mux = 0
syn_area_um2 = 930.9
yosys.area_share.simple = 0.09812
synth_stat.cells = 105
top_cell_area_share = 0.3495
ys_warn_count = 1
most_common_cell = "ha_1"
synthAoiAreaFrac = 0.1747
topCombFamilyByArea = "adder cells"
adder_share = 0.4570
top_cells_by_count = "26 x ha_1, 15 x inv_1, 12 x xnor2_1, 7 x xor2_1"
syn_avg_cell_area_um2 = 8.866
ys_sh_xor = 0.1962

[run]
maxCapViolCount = 0
warnings = 34

[die]
core_area_um2 = 6459
initial_utilization = 0.1441
die_y_um = 102
rows = 29
chip_area_um2 = 10400
io_pins = 24
die_x_um = 102

[sta]
setup_viol = 0
relSlewSlack = 0.7118
finalClockPeriodUsage = 0.9624
max_clock_freq_mhz = 159.8
hold_violations = 0
rsz0062_at_grt = "yes"
timing.final.crit_period_ns = 6.256
worstMarginPinSlew_ns = 0.4309
drv_slew = 0
tns_ns = 0

[setup_path]
worstSetupEndpoint = "binaryOperand[8]"
setup.worst_path.start_class = "input pin"
startpoint = "operand[5]"
crit_path_end_kind = "output port"
worstPathRequired_ns = 5.20
cp_data_arrival_time_ns = 4.96
crit_type = "input pin to output port"
crit_fanout = 4

[pwr]
p_leak_nw = 0.5663
pwr_density_cell_nw_per_um2 = 197.8
ir_worst_vdd_mv = 0.04691

[place]
io_buffers = 24
dp_hpwl_um = 1941
place_congestion = 0.7530
dpl-instance-area_um2 = 1270

[run_status]
outcome = "completed"

[drt]
dr.pass1.iters = 2
diodes = 0
drt-vias-per-instance = 3.670
wl_per_cell_um = 10.00
drc_errors = 0
drt-initial-drc-count = 2
antenna_left = 0
routed_wl_um = 2060
num_vias = 756

[clock_tree]
cts_hold_buf = 0
cts-resized-gates = 0
post_cts_buffers = 0

[global_route]
grtUsageTotal = 0.03922
antenna_found_initial = 0
overflow = 0
grt_pass1_wl_um = 3381
grt_pass1_vias = 760
grt_max_degree = 10

[worst_hold_path]
hold_class = "input pin to output port"
whs_path_depth = 2
==> cell families after synthesis <==
group / count (synthesis)
buffers and inverters: 17
XOR/XNOR: 20
AND-OR/OR-AND: 20
AND/OR/NAND/NOR: 17
adder cells (fa/ha/maj): 31
==> worst min-delay path by stage <==
stage | from | slack, ns | endpoint
final | operand[0] | 3.48 | binaryOperand[0]
after global routing | operand[0] | 3.51 | binaryOperand[0]
after CTS | operand[0] | 3.49 | binaryOperand[0]
==> layout make-up <==
| cell class | count | area share |
|---|---|---|
| Inverter | 15 | 0.04344 |
| Multi-Input combinational cell | 88 | 0.6853 |
| Tap cell | 77 | 0.07432 |
| Timing Repair Buffer | 26 | 0.1969 |
==> cells in the final DEF, fill, tap and decap left out, types with 2 or more instances in the layout <==
| cell type | n |
|---|---|
| a31oi_1 | 2 |
| clkdlybuf4s50_1 | 24 |
| a21oi_1 | 4 |
| nand2b_1 | 2 |
| o31ai_1 | 2 |
| o21ai_0 | 3 |
| buf_4 | 2 |
| nor2_1 | 5 |
| fa_1 | 5 |
| inv_1 | 15 |
| xnor2_1 | 12 |
| xor2_1 | 7 |
| ha_1 | 24 |
| nand2_1 | 3 |
==> metal layers <==
| metal | share of wire | GRT usage |
|---|---|---|
| met1 | 0.50 | 0.05203 |
| met2 | 0.45 | 0.06914 |
| met3 | 0.050 | 0.006817 |
| met4 | 0 | 0 |
| met5 | 0 | 0 |
==> power by group <==
| group | switching (W) | internal, W |
|---|---|---|
| combinational | 0.000114 | 0.000142 |
| sequential | 0 | 0 |
| clock | 0 | 0 |
| total | 0.000114 | 0.000142 |
==> critical path: stages <==
cell             delay, ns
clkdlybuf4s50_1       0.45
ha_1                  0.32
ha_1                  0.23
fa_1                  0.44
ha_1                  0.31
ha_2                  0.22
a211oi_2              0.23
nor2_1                0.09
xor2_1                0.20
nor4_2                0.34
nand2b_4              0.18
xor2_1                0.16
clkdlybuf4s50_1       0.49
==> through the flow <==
| step | utilization | instances | setup slack (ns) | total power, W | hold slack [ns] |
|---|---|---|---|---|---|
| 2_1_floorplan | - | 105 | 1.270 | 0.0001448 | 2.666 |
| 3_3_place_gp | 0.1966 | 206 | 0.08168 | 0.0002539 | 3.483 |
| 3_5_place_dp | 0.1966 | 206 | 0.06443 | 0.0002552 | 3.488 |
| 4_1_cts | 0.1966 | 206 | 0.04024 | 0.0002565 | 3.487 |
| 5_1_grt | 0.2007 | 206 | -0.04486 | 0.0002881 | 3.509 |
| 6_report | 0.2007 | 206 | 0.2441 | 0.0002564 | 3.476 |
Power figures rest on the tool's default switching activity, not on a simulated workload.
