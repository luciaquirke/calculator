$ cat flow/design.v
module calculator(
input Clock,
input [10:0]binaryOperand1,  
input [10:0]binaryOperand2,
input [3:0]operator,
output reg [20:0]answer,
output reg sign
);
	reg [3:0]selectedOperator;
	wire [10:0]normieOperand1 = ~binaryOperand1 + 1'b1; 
	wire [10:0]normieOperand2 = ~binaryOperand2 + 1'b1;
	always @(posedge Clock)
		begin
			case(operator) 
				4'b1101: 
					begin
						sign = (binaryOperand1[10] ^ binaryOperand2[10]);  
						if((binaryOperand1[10] == 0) && (binaryOperand2[10] == 0)) 
							answer <= binaryOperand1 * binaryOperand2;
						else if((binaryOperand1[10] == 1) && (binaryOperand2[10] == 0))  
						begin
							answer <= normieOperand1 * binaryOperand2; 
						end
						else if((binaryOperand1[10] == 0) && (binaryOperand2[10] == 1))  
						begin
							answer <= binaryOperand1 * normieOperand2;
						end
						else if ((binaryOperand1[10] == 1) && (binaryOperand2[10] == 1)) 
							answer <= (normieOperand1 * normieOperand2);
					end
				4'b1110: 
					begin
						answer = binaryOperand1 - binaryOperand2; 
						if (answer[20] == 1)
						begin
							sign = 1;  
							answer = ~answer + 1'b1;  
						end
						else
							sign = 0; 
					end
				4'b1111: 
					begin
						answer = binaryOperand1 + binaryOperand2; 
						if (answer[20] == 1)
						begin
							sign = 1;  
							answer = ~answer + 1'b1;  
						end
						else
							sign = 0; 
					end
				default: answer = answer;
			endcase
		end
endmodule
$ cat flow/run.sh
#!/bin/bash
# OpenROAD 26Q1-2900-gdf79404cd8, Yosys 0.63+post, stock flow scripts
make -C /OpenROAD-flow-scripts/flow DESIGN_CONFIG=/design/flow/config.mk WORK_HOME=/design/flow/orfs finish
$ cat flow/config.mk
export PLATFORM = sky130hd
export DESIGN_NAME = calculator
export DESIGN_NICKNAME = calculator
export VERILOG_FILES = /design/flow/design.v
export SDC_FILE = /design/flow/constraint.sdc
export NUM_CORES = 4
export LEC_CHECK = 1
export CORE_UTILIZATION = 50
$ cat flow/constraint.sdc
current_design calculator

set clk_period 10.5
set clk_io_pct 0.2

create_clock -name clk0 -period $clk_period [get_ports {Clock}]

set non_clock_inputs [all_inputs -no_clocks]
set_input_delay [expr $clk_period * $clk_io_pct] -clock clk0 $non_clock_inputs
set_output_delay [expr $clk_period * $clk_io_pct] -clock clk0 [all_outputs]
==> run summary <==
Figures from the flow reports.

Critical path:
- The run gives the category of the critical setup timing path as input port to flop.
- For the worst setup path, the data required time is approximately 11 ns.
- STA classifies the critical path endpoint as a flop.
- The run gives the arrival time of the worst setup path as approximately 9.5 ns.
- The critical path maximum fanout is 12.
- The worst setup path is launched from an input port.

Power and ir drop:
- Switching power as a fraction of the total was reported as about 55%.
- The run gives the leakage power figure as 0.01010 µW.
- In this run, flip-flops and latches consume under 10% of the power.
- The run gives the peak supply drop as approximately 0.21 mV.
- Cell internal power was estimated by the tool at approximately 2200 µW.
- The run puts the cell area power density at 246.3 mW/mm².
- The power report attributes to the clock group a share of roughly 1.8%.
- Looking at the power breakdown, combinational cells take between 90% and 100% of the total.
- The run puts the switching power at roughly 2600 µW.

Floorplanning:
- The run puts the height of the die at just under 200 µm.
- The run puts the number of rows in the core area at around 69.
- Per the OpenROAD floorplan log, the width of the die is ~190 µm.
- The floorplan step defined a core boundary enclosing about 0.036 mm².
- The run gives the chip area as approximately 0.037 mm².
- The run gives the floorplan core density as roughly half.
- During I/O placement, the number of pins put on the boundary was 49.

Clocking:
- Hold repair after CTS inserted 0 buffers.
- The run gives the clock net sink count as 22.
- Clock-pin slew was measured on the worst setup and hold paths at around 0.070 ns.
- The run gives the post-CTS setup-driven buffer insertion count as 0.
- The run puts the cell resize tally after clock tree synthesis at 0.
- The run puts the number of buffers between clock root and the deepest sink at 2.
- The run gives the CTS tree as yes.
- The run puts the number of H-tree branching levels at 1.
- The root buffer cell chosen for the clock tree is sky130_fd_sc_hd__clkbuf_16.
- Buffers inserted during clock tree synthesis total 3.

Run:
- The run puts the number of maximum-capacitance violations at 0.
- The stage logs contain a warning count of 38.

Global route:
- The run gives the number of antenna violations at the first check in global routing as 0.
- The run gives the first-pass GRT wire length as 79.39 mm.
- Entering global routing, the biggest net connects 35 pins.
- The run gives the aggregate global routing overflow as 0.
- For this run, the total global-route usage over all layers was measured as a little under a third.
- The run gives the via count of the first global-routing pass as approximately 14k.

Synth:
- The run gives the synthesis warning total as 1.
- The run gives the number of standard cells reported by yosys as 2,155.
- After synthesis the cells add up to 0.01818 mm².
- Counting flops with a built-in enable in the synthesized netlist gives 22.
- According to the Yosys statistics, the synthesized design has a chip area of roughly 0.018 mm².
- The average instance in the mapped netlist occupies around 8.4 µm².
- The most used flip-flop cell after synthesis is sky130_fd_sc_hd__edfxtp_1.
- After synthesis, the netlist uses just over 70 different library cells.
- The run gives the number of cells produced by synthesis as roughly 2.2k.
- The run puts the synthesis-stage register bit count at 22.
- Of all flip-flops after synthesis, the portion carrying an async set or reset was 0%.
- The run gives the sequential fraction of the synthesis area as approximately 3.6%.

Layout:
- For the completed layout, the total cell area is recorded as about 0.019 mm².
- In the final layout, the multi-input gates occupy 0.01550 mm².
- In the final layout, flip-flops and latches occupy roughly 660 µm².
- The run gives the filler cell count in the final layout as ~3.3k.
- The run gives the fraction of layout cells with a size suffix above 1 as under 10%.
- The run puts the synthesis-to-finish area growth at 6.566%.

Route:
- For this block, the via count after detailed routing is between 10k and 15k.
- The run puts the number of DRC markers in iteration 0 at 660.
- The run gives the remaining antenna violation count as 0.
- The run puts the post-route DRC violation count at 0.
- In the routed layout, each cell is associated on average with a via count of between 5 and 6.
- The run puts the number of iterations in the first detailed-routing pass at 23.
- The run gives the routed wire length as 48.96 mm.
- The run puts the average wire per cell in the routed design at 18.74 µm.
- The run gives the antenna cell count as 0.

Timing:
- The run puts the post-route minimum period at around 9.5 ns.
- The run puts the final worst-path cycle share at 90.83%.
- The run puts the achievable frequency at approximately 100 MHz.
- The transition time recorded at the tightest slew-check pin is between 0.9 and 1 ns.
- The run puts the headroom to the max-slew limit at roughly a third.
- The run gives the final hold violation count as 0.
- The run puts the final setup TNS at 0 ns.
- Setup repair after global routing left no endpoint under its margin.
- The final timing report lists a max-slew violation count of 0.
- Per the finish-stage timing summary, setup violations number 0.

Status:
- The flow ran to the end, and the final reports show no timing, DRC or antenna violations.

Place:
- The run puts the weighted congestion reported at the end of routability-driven placement at slightly below 1.
- During placement, the flow inserted port buffers numbering ~48.
- The run puts the post-place instance area at around 0.019 mm².
- Summed over all nets, the half-perimeter wirelength after detailed placement is just under 40 mm.

Min path:
- In this run the worst hold path is classified as input port to flop.
layout make-up:
type	instances	share of cell area [%]
Multi-Input combinational cell	1576	79.99
Inverter	450	8.719
Timing Repair Buffer	100	4.495
Sequential cell	22	3.410
Tap cell	461	2.977
Clock buffer	3	0.3875
Clock inverter	1	0.01937
flip-flops by register name, summed over array words and instances (netlist names):
signal / flops
sign: 1
answer: 21
path summary, 6_finish.rpt:
kind,from,end,depth (start not counted)
setup / recovery,binaryOperand1[1],answer[18],23
hold / removal,operator[2],sign,2
per-stage QoR:
step | hold slack, ns | std cells | utilization [%] | setup slack, ns | total power [µW]
after CTS | 2.603 | 2613 | 54.34 | 1.033 | 4791
after floorplan | 2.361 | 2155 | - | 1.933 | 3608
after detailed placement | 2.838 | 2609 | 54.11 | 0.7673 | 4667
after global routing | 2.617 | 2613 | 54.34 | 0.5134 | 5417
final | 2.605 | 2613 | 54.34 | 0.9631 | 4772
after global placement | 2.838 | 2609 | 54.11 | 0.7442 | 4652
kinds of logic (layout without fill, tap and decap cells):
logic type	Yosys count	after routing	share of synthesized area (%)
AND/OR/NAND/NOR	616	616	16.23
buffers and inverters	557	554	11.62
XOR/XNOR	115	115	5.540
flip-flops	22	22	3.634
adder cells (fa/ha/maj)	573	573	52.57
AND-OR/OR-AND	260	260	9.745
multiplexers	12	12	0.6676
critical path: stages:
cell                              delay, ns
sky130_fd_sc_hd__clkdlybuf4s50_1       0.50
sky130_fd_sc_hd__clkinv_1              0.30
sky130_fd_sc_hd__nand3_1               0.20
sky130_fd_sc_hd__or3_1                 0.34
sky130_fd_sc_hd__nor2_1                0.12
sky130_fd_sc_hd__xnor2_2               0.71
sky130_fd_sc_hd__buf_4                 0.33
sky130_fd_sc_hd__nand2_1               0.10
sky130_fd_sc_hd__fa_1                  0.57
sky130_fd_sc_hd__fa_1                  0.45
sky130_fd_sc_hd__fa_1                  0.54
sky130_fd_sc_hd__inv_1                 0.05
sky130_fd_sc_hd__fa_1                  0.49
sky130_fd_sc_hd__fa_1                  0.41
sky130_fd_sc_hd__ha_1                  0.23
sky130_fd_sc_hd__or3_1                 0.41
sky130_fd_sc_hd__o21bai_1              0.25
sky130_fd_sc_hd__a21bo_2               0.27
sky130_fd_sc_hd__a221o_1               0.38
sky130_fd_sc_hd__xor2_1                0.16
sky130_fd_sc_hd__a221o_1               0.38
sky130_fd_sc_hd__a21oi_1               0.15
sky130_fd_sc_hd__a211oi_1              0.07
power by group through the flow:
stage	logic, µW	clock network, µW	registers (µW)
after global routing	5160	93.9	167
after CTS	4540	88.7	166
final	4520	88.1	165
cell usage after synthesis, types with 5 or more instances:
cell type                  number  share of area [%]
sky130_fd_sc_hd__o21bai_1       7               0.29
sky130_fd_sc_hd__nor2b_1       11               0.38
sky130_fd_sc_hd__ha_1         255                 18
sky130_fd_sc_hd__or3_1          5               0.17
sky130_fd_sc_hd__xnor2_1       81                3.9
sky130_fd_sc_hd__mux2i_1       11               0.61
sky130_fd_sc_hd__and3_1        12               0.41
sky130_fd_sc_hd__o211ai_1      11               0.45
sky130_fd_sc_hd__o21a_1        13               0.54
sky130_fd_sc_hd__fa_1         318                 35
sky130_fd_sc_hd__and2_1       154                5.3
sky130_fd_sc_hd__nand3_1        8               0.22
sky130_fd_sc_hd__a21oi_1       66                1.8
sky130_fd_sc_hd__a211oi_1      26                1.1
sky130_fd_sc_hd__nand2_1      303                6.3
sky130_fd_sc_hd__a31oi_1       12               0.41
sky130_fd_sc_hd__nand4_1        9               0.31
sky130_fd_sc_hd__inv_1        446                9.2
sky130_fd_sc_hd__clkbuf_1      98                2.0
sky130_fd_sc_hd__a21o_1        33                1.4
sky130_fd_sc_hd__nand2b_1       9               0.31
sky130_fd_sc_hd__o21ai_0       36               0.99
sky130_fd_sc_hd__nor2_1        65                1.3
sky130_fd_sc_hd__o22ai_1        6               0.21
sky130_fd_sc_hd__edfxtp_1      22                3.6
sky130_fd_sc_hd__or2_2          7               0.24
sky130_fd_sc_hd__xor2_1        34                1.6
sky130_fd_sc_hd__nor3_1        16               0.44
placed cells by master, fill, tap and decap left out, types with 6 or more instances in the layout:
master,synthesis,layout
sky130_fd_sc_hd__a31oi_1,12,12
sky130_fd_sc_hd__xnor2_2,0,12
sky130_fd_sc_hd__xnor2_1,81,69
sky130_fd_sc_hd__xor2_1,34,34
sky130_fd_sc_hd__nand3_1,8,8
sky130_fd_sc_hd__o21a_1,13,13
sky130_fd_sc_hd__clkdlybuf4s50_1,0,48
sky130_fd_sc_hd__o22ai_1,6,6
sky130_fd_sc_hd__nand2_1,303,303
sky130_fd_sc_hd__edfxtp_1,22,22
sky130_fd_sc_hd__ha_1,255,255
sky130_fd_sc_hd__buf_4,1,52
sky130_fd_sc_hd__o21bai_1,7,7
sky130_fd_sc_hd__and3_1,12,12
sky130_fd_sc_hd__nor3_1,16,16
sky130_fd_sc_hd__a21o_1,33,33
sky130_fd_sc_hd__inv_1,446,446
sky130_fd_sc_hd__o21ai_0,36,36
sky130_fd_sc_hd__a211oi_1,26,26
sky130_fd_sc_hd__mux2i_1,11,11
sky130_fd_sc_hd__nor2b_1,11,11
sky130_fd_sc_hd__o211ai_1,11,11
sky130_fd_sc_hd__a21oi_1,66,66
sky130_fd_sc_hd__or2_2,7,7
sky130_fd_sc_hd__and2_1,154,154
sky130_fd_sc_hd__nand4_1,9,9
sky130_fd_sc_hd__nand2b_1,9,9
sky130_fd_sc_hd__nor2_1,65,65
sky130_fd_sc_hd__fa_1,318,318
per-layer routing:
layer	wire (µm)	vias to the layer above	track usage, %
li1	-	6695	-
met1	21210	6806	45.32
met2	22270	486	44.95
met3	4445	52	9.798
met4	1039	0	4.846
met5	0	-	0.4121
Power figures rest on the tool's default switching activity, not on a simulated workload.
